[flow/config.mk]
export PLATFORM = sky130hd
export DESIGN_NAME = multiply_n_divide_top
export DESIGN_NICKNAME = multiply_n_divide_top
export VERILOG_FILES = /design/flow/design.v
export SDC_FILE = /design/flow/constraint.sdc
export NUM_CORES = 4
export LEC_CHECK = 1
export CORE_UTILIZATION = 50
[flow/constraint.sdc]
current_design multiply_n_divide_top

set clk_period 28.1
set clk_io_pct 0.2

create_clock -name clk0 -period $clk_period [get_ports {clk}]

set non_clock_inputs [all_inputs -no_clocks]
set_input_delay [expr $clk_period * $clk_io_pct] -clock clk0 $non_clock_inputs
set_output_delay [expr $clk_period * $clk_io_pct] -clock clk0 [all_outputs]
[flow/design.v]
module alu(alu_out, multiply_top_in, divide_top_in, multiplicand_or_divider_in, sel);  
    input [64:0] multiply_top_in;
    input [64:0] divide_top_in;
    input [64:0] multiplicand_or_divider_in;
    input sel;
    output [64:0] alu_out;
    wire [64:0] sum;
    wire [64:0] diff;
    assign sum = multiplicand_or_divider_in + multiply_top_in;    
    assign diff = divide_top_in - multiplicand_or_divider_in;         
    assign alu_out = sel?sum:diff;
endmodule
module control(clk, reset, start, m_d, data_in, alu_sel, ready, wr, initial_wr, sh_right, sh_left);  
    input clk, reset, start, m_d;
    input [1:0] data_in;
    output ready, wr, initial_wr, sh_right, sh_left, alu_sel;
    wire ready_check;
    wire wr_check;
    wire initial_wr_check;
    wire sh_right_check;
    wire sh_left_check;
    wire mul_wr;
    wire div_wr;
    reg [1:0] state;
    reg [9:0] counter;
    always @(posedge clk) begin
        if (reset) begin
            state <= 2'd0;                     
            counter <= 10'd0;                 
        end
        else begin
            case (state)  
                2'b00: begin 
                    if (start == 1) state <= 2'b01;         
                end
                2'b01: begin  
                    counter <= 0;                     
                    state <= 2'b10;                 
                end
                2'b10: begin  
                    if (counter == 63) state <= 2'b00; 
                    counter <= counter + 1;               
                end
            endcase
        end
    end
    assign alu_sel = m_d;
    assign mul_wr = data_in[0] && m_d;
    assign div_wr = !(data_in[1] || m_d); 
    assign wr_check = (state == 2'b10) && (mul_wr || div_wr); 
    assign wr = wr_check ? 1 : 0; 
    assign initial_wr_check = (state == 2'b01); 
    assign initial_wr = initial_wr_check ? 1 : 0; 
    assign sh_right_check = (state == 2'b10) && m_d; 
    assign sh_right = sh_right_check ? 1 : 0; 
    assign sh_left_check = (state == 2'b10) && (!m_d);
    assign sh_left = sh_left_check ? 1 : 0;
    assign ready_check = (state == 2'b00); 
    assign ready = ready_check ? 1 : 0; 
endmodule
module multiplicand_n_divider_register(clk, reset, data_in, data_out);
    input [63:0] data_in;
    input clk, reset;
    output [63:0] data_out;
    reg [63:0] mul_div_reg;
    always @(posedge clk) begin
        if (reset)                         
            mul_div_reg <= 64'd0;
        else 
            mul_div_reg <= data_in;          
    end
    assign data_out = mul_div_reg;
endmodule
module multiply_n_divide_top(clk, reset, a_in, b_in, m_d, start, result, ready);
    input [63:0] a_in, b_in;
    input clk, reset, start, m_d;
    output ready;
    output [128:0] result;
    wire [63:0] mul_div_reg_out;
    wire [64:0] alu_out;
    wire [128:0] res_reg_out;
    wire control_wr;
    wire control_initial_wr;
    wire control_sh_right;
    wire control_alu_sel;
    multiplicand_n_divider_register mndr1(
        .clk(clk),
        .reset(reset),
        .data_in(b_in),
        .data_out(mul_div_reg_out)
    );
    alu alu1(
        .multiply_top_in(res_reg_out[128:64]),
        .divide_top_in(res_reg_out[127:63]),
        .multiplicand_or_divider_in({1'b0,mul_div_reg_out}),
        .sel(control_alu_sel),
        .alu_out(alu_out)
    );
    result_register resr1(
        .clk(clk),
        .reset(reset),
        .data_in(alu_out),
        .wr(control_wr),
        .initial_data_in(a_in),
        .initial_wr(control_initial_wr),
        .sh_right(control_sh_right),
        .sh_left(control_sh_left),
        .result(res_reg_out)
    );
    control cu1(
        .clk(clk),
        .reset(reset),
        .start(start),
        .m_d(m_d),
        .data_in({alu_out[64], res_reg_out[0]}),
        .alu_sel(control_alu_sel),
        .ready(ready),
        .wr(control_wr),
        .initial_wr(control_initial_wr),
        .sh_right(control_sh_right),
        .sh_left(control_sh_left)
    );
    assign result = res_reg_out;
endmodule
module result_register(clk, reset, data_in, wr, initial_data_in, initial_wr, sh_right, sh_left, result);
    input [64:0] data_in;
    input [63:0] initial_data_in;
    input clk, reset, wr, initial_wr, sh_right, sh_left;
    output [128:0] result;
    reg [128:0] result_reg;
    always @(posedge clk) begin
        if (reset) 
            result_reg <= 129'd0;    
        else begin
            if (initial_wr == 1) 
                result_reg <= {65'd0, initial_data_in};              
            else begin
                if (wr && sh_right) 
                    result_reg <= {1'd0, data_in, result_reg[63:1]};     
                else if (wr && sh_left)
                    result_reg <= {data_in, result_reg[62:0], 1'b1};     
                else if (sh_right) 
                    result_reg <= {1'd0, result_reg[128:1]};   
                else if (sh_left)
                    result_reg <= {result_reg[127:0], 1'b0};   
            end
        end
    end
    assign result = result_reg;
endmodule
[flow/run.sh]
#!/bin/bash
# OpenROAD 26Q1-2900-gdf79404cd8, Yosys 0.63+post, stock flow scripts
make -C /OpenROAD-flow-scripts/flow DESIGN_CONFIG=/design/flow/config.mk WORK_HOME=/design/flow/orfs finish
==> impl_metrics.ini <==
; physical design summary
[outcome]
status = finished clean

[synthesis]
ys_chip_area_um2 = 17500
synth-async-reset-ratio_pct = 0
flop_cell = dfxtp_1
netlist_instances = 2338
synthesis.area_um2 = 17500
avgSynthCellArea_um2 = 7.48
edf_count = 0
ys_warn_count = 4
synth.distinct_cells = 87
ys_ff = 206
ys_seq_share_pct = 23.6
ys_cells = 2338

[sta]
whs_ns = 0.452
finalCritPeriodShare_pct = 27.6
worst-slew-pin-transition_ns = 0.823
drv_slew = 0
setup_viol = 0
setup_tns_ns = 0
min_period_ns = 7.76
fin_worst_skew_ns = 0.0204
hold_viol = 0
relSlewSlack_pct = 44.7
max_freq_mhz = 129
rsz0062_at_grt = false

[setup_path]
arrival_ns = 8.19
crit_path_top_delay_cell = nor2_8
cp.required_ns = 28.53
critical_path.max_fanout = 77
critical_path_class = in -> reg
start_kind = input pin
critPathCaptureType = flip-flop
cpPeakStageDelay_ns = 0.60
path_cells = buf_6 -> inv_1 -> and3_1 -> mux2_4 -> nor2_8 -> nand2_2 -> o221ai_1 -> a21oi_1

[finish]
largest_reg_flops = 129
fillers = 3046
area_growth_pct = 20.8
drive_gt1_share_pct = 5.70

[global_routing]
overflow = 0
grt_usage_pct = 32.5
grt_pass1_wl_mm = 91.3
grt_max_degree = 80
antenna_found_initial = 0
grt_pass1_vias = 16923

[clock_network]
cts_setup_buffers = 0
htree_num_levels = 1
cts_root_buf = clkbuf_16
hold_buffers = 0
clockBufferDepth = 3
clock-sinks = 206
cts_made_buffers = 27
cts_tree = done
clk_latency_ns = 0.57
cts-resized-gates = 0
clk_pin_slew_ns = 0.06

[detailed_routing]
ant_nets = 0
via_per_inst = 6.10
drt_iter0_markers = 1358
wire_per_inst_um = 19.4
finalWirelength_mm = 57.4
drcViolationCount = 0
routed-via-count = 18062
diodes = 0
first_pass_iters = 5

[floorplanning]
dieArea_um2 = 35700
coreArea_um2 = 34500
num_io_pins = 262
initial_core_util_pct = 50.7
dieWidth_um = 189
chipHeight_um = 189
rows = 68

[placement]
gp_congestion = 0.992
dp_hpwl_mm = 41.1
io_buffers = 261

[flow_run]
log.warning_count = 26
max_cap_violations = 0

[hold_path]
min_path_type = reg -> reg

[power]
p_clk_share_pct = 36.3
p_int_mw = 0.687
comb_power_share_pct = 30.7
peakVddDrop_mv = 0.0453
p_switching_mw = 0.338
seq_power_share_pct = 33.0
p_per_area_nw_per_um2 = 48.5
p_leak_nw = 8.86
switching_share_pct = 33.0
==> cell usage after synthesis, drive strengths merged (5+ instances only) <==
master     n  share of area (%)
dfxtp    206                 24
nand3     49                1.4
o221ai    10               0.50
nor2     254                5.5
a211oi    87                3.8
xor2      45                2.3
buf       30               0.92
nor4       6               0.32
a221oi     6               0.30
nand2    143                3.1
o31ai     12               0.52
or2        7               0.25
o21bai    15               0.67
o22ai      9               0.32
inv       92                2.0
a21boi     8               0.34
o311ai     6               0.34
a22oi      5               0.21
and3      17               0.61
xnor2     65                3.3
o221a     25                1.6
a21o      83                3.6
a21oi    307                8.8
o211ai    18               0.83
or3       35                1.3
nor3b      5               0.21
a2111oi    7               0.54
a31oi     27                1.0
and2      10               0.36
a311oi     7               0.39
mux2i     74                4.3
nor3      26               0.74
nand4     36                1.3
nand2b    23               0.82
clkbuf   126                2.7
o21a      17               0.73
mux2      12               0.79
a31o       7               0.35
nor2b     77                2.8
ha       129                9.2
o21ai    170                4.9
==> critical path, delay by kind of cell <==
| kind | cells | cell delay, ns |
|---|---|---|
| AOI/OAI and AO/OA | 2 | 0.34 |
| buffers and inverters | 2 | 0.62 |
| muxes | 1 | 0.38 |
| and+or+nand+nor | 3 | 1.18 |
==> final cells by class <==
type	instances	area [um^2]	area share [%]
clock buffer	38	797	3.77
clock inverter	9	149	0.705
inverter	93	349	1.65
multi-input combinational	1883	12400	58.6
sequential	206	4130	19.6
tap	455	569	2.70
timing repair buffer	278	2740	13.0
==> placed cells by master (no fill, tap or decap), drive strengths merged, types with 83 or more instances in the layout <==
cell,netlist,layout
inv,92,93
a21o,83,83
clkdlybuf4s50,0,259
o21ai,170,170
a211oi,87,87
ha,129,129
nor2,254,254
dfxtp,206,206
a21oi,307,307
nand2,143,143
==> routing by layer <==
layer | up-vias | global-route usage, % | part of all wire, %
met5 | - | 0 | 0
met4 | 0 | 7.41 | 2.5
met3 | 84 | 6.38 | 7.8
met2 | 695 | 50.2 | 44
met1 | 8439 | 47.7 | 45
li1 | 8844 | - | -
==> logic make-up (layout without fill, tap and decap cells) <==
| kind of cell | Yosys count | in the layout | synth area share, % |
|---|---|---|---|
| compound gates | 859 | 859 | 31.5 |
| simple gates | 697 | 697 | 19.1 |
| buf+inv | 249 | 418 | 5.62 |
| flops | 206 | 206 | 23.6 |
| fa+ha+maj | 131 | 131 | 9.46 |
| xor+xnor | 110 | 110 | 5.55 |
| mux | 86 | 86 | 5.10 |
==> power groups by stage <==
stage     Combinational (mW)  Sequential (mW)  Clock [mW]
6_report               0.314            0.338       0.372
5_1_grt                0.346            0.341       0.389
4_1_cts                0.311            0.338       0.377
==> final timing paths <==
kind                                      from                            endpoint  slack (ns)  cells past startpoint
max                                        m_d   resr1.result_reg[90]$_SDFFE_PP0P_       20.34                      8
min                       cu1.state[0]$_DFF_P_                cu1.state[2]$_DFF_P_        0.45                      2
max reg2reg  resr1.result_reg[70]$_SDFFE_PP0P_  resr1.result_reg[126]$_SDFFE_PP0P_       23.64                     12
min reg2reg               cu1.state[0]$_DFF_P_                cu1.state[2]$_DFF_P_        0.45                      2
==> through the flow <==
stage / instance area, um^2 / setup WS (ns) / cells / power (mW) / utilization [%]
after CTS: 21100 / 20.42 / 2962 / 1.03 / 61.3
after global routing: 21100 / 20.23 / 2962 / 1.08 / 61.3
final: 21100 / 20.34 / 2962 / 1.02 / 61.3
after detailed placement: 20200 / 19.83 / 2915 / 0.652 / 58.6
after global placement: 20200 / 19.91 / 2915 / 0.651 / 58.6
after floorplan: 17500 / 20.86 / 2338 / 0.545 / -
Power and IR drop assume default switching activity.
